File: /design/flow/run.sh
#!/bin/bash
# OpenROAD 26Q1-2900-gdf79404cd8, Yosys 0.63+post, stock flow scripts
make -C /OpenROAD-flow-scripts/flow DESIGN_CONFIG=/design/flow/config.mk WORK_HOME=/design/flow/orfs finish
File: /design/flow/config.mk
export PLATFORM = sky130hd
export DESIGN_NAME = data_memory
export DESIGN_NICKNAME = data_memory
export VERILOG_FILES = /design/flow/design.v
export SDC_FILE = /design/flow/constraint.sdc
export NUM_CORES = 4
export LEC_CHECK = 1
export CORE_UTILIZATION = 40
export SYNTH_MEMORY_MAX_BITS = 65536
File: /design/flow/constraint.sdc
current_design data_memory

set clk_period 4.0
set clk_io_pct 0.2

create_clock -name clk0 -period $clk_period [get_ports {clk}]

set non_clock_inputs [all_inputs -no_clocks]
set_input_delay [expr $clk_period * $clk_io_pct] -clock clk0 $non_clock_inputs
set_output_delay [expr $clk_period * $clk_io_pct] -clock clk0 [all_outputs]
File: /design/flow/design.v
`timescale 1ns/1ns
module data_memory (
    input clk,
    input [31:0] addr,
    input write_data,
    input write_enable,
    output reg [31:0] read_data
);
reg [31:0] mem [0:256];
always @(posedge clk) begin
    if (write_enable)
        mem[addr] <= write_data;
end
assign read_data = mem[addr];
endmodule
==> CHANGELOG.md <==
## Flow update

* IR drop worst, VDD at roughly 0.32 mV
* Mapped Cells at roughly 810
* Synthesized area at 11450 um^2
* Site row count at roughly 61
* Io pins at approximately 67
* DRC at 0
* Area Growth Syn to Fin at 15.34%
* Final hold vios at 0
* Final WL at roughly 26000 um
* Critical path class: primary input to output pin
* Layout cell share with drive strength beyond 1 at 22.06%
* Ant. Diodes at 0
* Setup crit end kind: output pin
* Dominant flop cell: edfxtp_1
* Die height at 171.2 um
* CP dominant cell by count: mux4_2
* DRT iter0 DRCs at 604
* Pre-Place Util at just over 40%
* Comb pwr share at roughly 6.6%
* Top cells, area: edfxtp_1 67%, mux4_2 12%, nor2_1 8.7%, buf_4 2.4%, mux2i_1 1.8%
* Worst-path cell chain: clkbuf_16 > mux4_2 > mux4_2 > nand2_1 > o21ai_1 > a41oi_2 > o211ai_1 > a21o_1 > clkdlybuf4s50_1
* FMAX at ~0.26 GHz
* Synth Warn # at 2
* Min Tclk post-route at between 3000 and 4000 ps
* Slew Limit Fails at 0
* Worst hold-check path type: primary input to flip-flop
* Log Warnings at around 50
* Largest net degree at the start of global routing at about 120
* Cell family with the largest share of critical-path delay: multiplexers
* Final Non-Filler Cells at approximately 1.3k
* Worst setup margin at 85.25 ps
* Buf/Inv on CP at 2
* Asr flop ratio synth at 0%
* Data arrival, critical path at 3110 ps
* Ys flops at roughly 260
* Int Power at between 4 and 5 mW
* Clock sinks at approximately 260
* Slew Limit Headroom at 55.01%
* Final Instance Area at roughly 13000 um^2
* Die width at roughly 170 um
* Post-synth seq share at 67.41%
* Clk slew on worst S/H paths at ~60 ps
* Least-Margin Pin Slew at a little under 700 ps
* Clock group share of total power at between 30 and 40%
* CP Data Required Time at 3200 ps
* Yosys Chip Area at roughly 11000 um^2
* First-pass DRT Iterations at 5
* GRT Util Overall at between 20% and 30%
* CTS tree: yes
* Yosys cell count at just over 800
* Num CTS Buffers at 26
* Placed Cells at roughly 1.2k
* Vias per cell at 5.287
* Number of enable flip-flop cells at roughly 260
* Run status: finished clean
* Post-DP HPWL at 16120 um
* Antenna viol nets, final at 0
* Top flop regs: mem: 257 flops
* IO Port Bufs at 12
* Hold Slack at 746.8 ps
* GR Overflow Total at 0
* Max reg flops at 257
* Root Buffer Master: clkbuf_16
* First-pass GRT wire length at ~40000 um
* Antenna violations before repair at 0
* Distinct cells, synth at 37
* Routed WL per cell at ~21 um
* Period utilization at 97.87%
* Vias in the first global route at ~7k
* Final GP Congestion at between 0.9 and 1
* Largest buffer count on any clock path at 3
* Top Layout Cells: 265 x nor2_1, 257 x edfxtp_1, 63 x buf_4
* Leakage power at about 4.1 nW
* Area leader share at approximately 67%
* CP max stage cell: mux4_2
* Die area at around 29000 um^2
* Core area at ~28000 um^2
* Final setup fails at 0
* Largest register by flop count: mem
* Cell area power density at approximately 420 nW/um^2
* Synth Area per Inst at ~14 um^2
* Dominant logic cell type in the layout: nor2_1
* CP max FO at 10
* Net switching power at about 1.2 mW
* Final setup TNS at 0 ps
* Area after DPL at between 10000 and 15000 um^2
* Pre-CTS setup slack at -292.7 ps
* H-tree levels at 1
* CP Launch Type: primary input
* Switching Share at a little over a fifth
* Crit-path max cell delay at roughly 500 ps
* Leading area contributor after synthesis: edfxtp_1
* Seq pwr share at 53.9%
* Max_cap viols at 0
* Via count at 6624
==> layer usage <==
| layer | share of wire, % | up-vias | track usage [%] |
|---|---|---|---|
| met5 | 0 | - | 0.3478 |
| met3 | 12 | 25 | 10.28 |
| met1 | 40 | 3297 | 29.00 |
| met2 | 46 | 293 | 29.67 |
| li1 | - | 3009 | - |
| met4 | 1.6 | 0 | 3.339 |
==> synth_stat cells (3+ instances only) <==
cell	count
buf_4	36
a211oi_1	3
mux4_2	61
inv_1	3
clkbuf_1	42
nor2b_1	7
a22oi_1	3
a221oi_1	8
a21oi_1	7
nor3b_1	3
edfxtp_1	257
nand3_1	15
buf_6	3
o21ai_0	5
nor2_1	265
o211ai_1	3
buf_2	9
mux2i_1	21
mux2_2	3
nand2_1	34
==> layout make-up <==
type / count / area [um^2]
flip-flops and latches: 257 / 7717
multi-input cells: 486 / 3452
clock buffers: 33 / 698.2
fillers: 2414 / 14730
clock inverters: 9 / 41.29
inverters: 3 / 11.26
repair buffers: 87 / 812.0
well taps: 378 / 473.0
==> power groups by stage <==
stage,logic [mW],clock network (mW),registers (mW)
4_1_cts,0.347,2.21,2.97
5_1_grt,0.392,2.31,2.96
6_report,0.364,2.17,2.97
==> metrics by stage <==
| stage | utilization [%] | total power, mW |
|---|---|---|
| 2_1_floorplan | - | 3.223 |
| 3_3_place_gp | 43.77 | 3.360 |
| 3_5_place_dp | 43.77 | 3.359 |
| 4_1_cts | 46.74 | 5.525 |
| 5_1_grt | 47.27 | 5.667 |
| 6_report | 47.27 | 5.504 |
==> kinds of logic after synthesis <==
logic type | Yosys count | share of synthesized area, %
AND/OR/NAND/NOR | 331 | 11.44
other | 1 | 0.03276
AND-OR/OR-AND | 39 | 2.426
flip-flops | 257 | 67.41
buffers and inverters | 94 | 4.557
multiplexers | 85 | 14.13
==> path summary, 6_finish.rpt <==
kind | from | end | slack (ps) | cells past startpoint
setup / recovery | addr[0] | read_data[0] | 90 | 9
hold / removal | write_data | mem[25][0]$_DFFE_PP_ | 750 | 1
==> repair_timing <==
| item | in CTS | in global routing |
|---|---|---|
| pin swaps | 1 | 7 |
| gates resized | 19 | 22 |
| buffers inserted | 0 | 3 |
| cloned | 0 | 1 |
| endpoints found under the setup margin | 1 | 1 |
| hold buffers | 0 | 0 |
No activity file was given, so power comes from the tool's default toggle rates.
