$ cat flow/design.v
module mux(
    input [31:0] a,
    input [31:0] b,
    input sel,
    output reg [31:0] y
);
always @ (*)
begin
    if (sel)
        y = b;
    else
        y = a;
end
endmodule
$ cat flow/run.sh
#!/bin/bash
# OpenROAD 26Q1-2900-gdf79404cd8, Yosys 0.63+post, stock flow scripts
make -C /OpenROAD-flow-scripts/flow DESIGN_CONFIG=/design/flow/config.mk WORK_HOME=/design/flow/orfs finish
$ cat flow/config.mk
export PLATFORM = sky130hd
export DESIGN_NAME = mux
export DESIGN_NICKNAME = mux
export VERILOG_FILES = /design/flow/design.v
export SDC_FILE = /design/flow/constraint.sdc
export NUM_CORES = 4
export LEC_CHECK = 1
export CORE_AREA = 10 10 71 71
export DIE_AREA = 0 0 81 81
$ cat flow/constraint.sdc
current_design mux

set clk_period 1.0
set clk_io_pct 0.2

create_clock -name clk0 -period $clk_period

set non_clock_inputs [all_inputs -no_clocks]
set_input_delay [expr $clk_period * $clk_io_pct] -clock clk0 $non_clock_inputs
set_output_delay [expr $clk_period * $clk_io_pct] -clock clk0 [all_outputs]
==> reports/results.tsv <==
stage	metric	value	unit
outcome	status	finished with violations	
outcome	violations in the final reports	setup timing	
routing	drt first pass iters	2	
layout	Logic area	480	um^2
synthesis	main logic family after synthesis	multiplexers	
synthesis	Synth warnings	1	
routing	Residual DRC	0	
grt	via count of the first global-routing pass	787	
die	floorplan utilization	15.0	%
layout	footprint of the flip-flops and latches	0	um^2
routing	number of nets with antenna violations after routing	0	
routing	vias after detailed routing	706	
timing	actual slew at the worst max-slew pin	0.110	ns
routing	wire length per cell after detailed routing	16.0	um
synthesis	Synth Seq Share	0	%
synthesis	Avg Inst Size Synth	15.1	um^2
timing	post-layout period usage of the worst path	109	%
routing	detail-routed via count per cell	3.84	
timing	number of failing setup endpoints in the final timing report	31	
grt	wire length of the first global-routing pass	4180	um
die	core footprint	0.00363	mm^2
grt	GRT Residual Overflow	0	
power_and_ir_drop	leakage	0.860	nW
timing	Final Critical Period	1.09	ns
setup_path	cell at the slowest stage of the critical path	mux2_4	
routing	antenna diode count	0	
placed_design	Placement Setup Slack	-0.519	ns
timing	headroom to the max-slew limit	92.6	%
synthesis	multiplexer share of the synthesized area	86.9	%
synthesis	post-synthesis share of cell area spent on full adders, half adders and majority gates	0	%
timing	worst setup margin	-0.0908	ns
die	standard-cell row count	22	
die	number of placed I/O pins	97	
timing	number of hold violations in the final report	0	
timing	max frequency	917	MHz
synthesis	area share of xor/xnor cells in the synthesized design	0	%
power_and_ir_drop	PD cells	397	mW/mm^2
synthesis	simple logic cell fraction of the synthesized area	0	%
synthesis	count of distinct cell types in the synthesized netlist	4	
run	maxcap violations	0	
layout	share of layout cells above drive strength 1	52.9	%
placed_design	HPWL reported at the end of detailed placement	2530	um
power_and_ir_drop	Peak supply drop	0.170	mV
setup_path	startpoint class of the critical path	input port	
layout	clock tree buffer count of the final layout	0	
run	stage-log warning count	34	
layout	utilization after layout	43.8	%
synthesis	summed standard-cell area reported by yosys	544	um^2
power_and_ir_drop	Overall Power	632	uW
synthesis	mapped cell area	544	um^2
timing	final setup TNS	-2.61	ns
layout	final-layout fill cell count	369	
placed_design	final RePlAce weighted congestion	0.809	
synthesis	AO/OA Area Share	0	%
grt	GR Util All Layers	8.08	%
synthesis	Gate Count Post-Synth	36	
setup_path	crit path capture type	output pin	
layout	number of sequential cells	0	
setup_path	cell-by-cell listing of the critical path	buf_16 > buf_16 > mux2_4 > buf_6	
setup_path	largest incremental delay on the critical path	0.30	ns
timing	worst hold slack after final layout	0.770	ns
timing	unrepaired setup endpoints after global routing	true	
routing	violation count after the first detailed-routing iteration	7	
timing	Pins Over Slew Limit	0	
die	chip height	81	um
grt	largest net degree at the start of global routing	9	
synthesis	number of cells in the yosys synthesis report	36	
setup_path	class of the most critical setup path	in -> out	
setup_path	data arrival time at the worst-slack endpoint	0.89	ns
setup_path	cell repeated most along the worst path	buf_16	
placed_design	Port Buffers	97	
setup_path	endpoint required time on the critical path	0.80	ns
setup_path	Worst Path Max Fanout	8	
min_path	worst min-delay path category	in -> out	
routing	Total Wirelength	2950	um
clocking	number of setup buffers added after CTS	0	
grt	number of antenna violations at the first check in global routing	0	
die	Horiz. Die Dim	81	um
layout	synth-to-layout area growth	193	%
die	Die Footprint	0.00656	mm^2
cells by family (layout without fill, tap and decap cells):
group,Yosys count,in the layout
mux,32,32
buf+inv,4,104
path summary, 6_finish.rpt:
check | start | endpoint | slack (ns) | depth (start not counted)
worst min-delay path | b[29] | y[29] | 0.77 | 3
worst max-delay path | sel | y[25] | -0.09 | 4
Yosys cell counts:
library cell,number,area [um^2]
mux2_4,30,450
buf_12,3,60.1
mux2_2,2,22.5
buf_6,1,11.3
layer usage:
metal | vias up | routed length [um] | global-route usage, %
met5 | - | 0 | 0
met4 | 0 | 0 | 0
met3 | 0 | 347 | 3.23
met2 | 50 | 1490 | 14.4
met1 | 315 | 1110 | 9.48
li1 | 341 | - | -
critical path, delay by kind of cell:
kind / cells / cell delay (ns)
buffers and inverters: 3 / 0.39
multiplexers: 1 / 0.30
where the power goes:
part | switching [mW] | internal (mW)
clock | 0 | 0
sequential | 0 | 0
combinational | 0.142 | 0.490
stage by stage:
stage	cells	area, um^2
3_3_place_gp	180	1550
5_1_grt	184	1590
4_1_cts	184	1530
6_report	184	1590
2_1_floorplan	36	544
3_5_place_dp	180	1550
layout make-up:
class | instances | share of cell area [%]
tap | 48 | 3.77
multi-input combinational | 32 | 30.2
timing repair buffer | 104 | 66.1
cell usage in the layout (no fill, tap or decap):
cell,instances
buf_16,5
buf_6,23
buf_12,2
clkdlybuf4s15_1,2
dlygate4sd2_1,62
mux2_4,32
buf_4,1
buf_2,9
repair_timing:
action,CTS,global route
pin swaps,0,0
gates resized,185,11
cloned,4,0
hold buffers,0,0
setup endpoints to repair,32,32
Power and IR drop assume default switching activity.
